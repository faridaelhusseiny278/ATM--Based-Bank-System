`./config.mk`:
```
export PLATFORM = sky130hd
export DESIGN_NAME = Design
export DESIGN_NICKNAME = Design
export VERILOG_FILES = /design/flow/design.v
export SDC_FILE = /design/flow/constraint.sdc
export NUM_CORES = 4
export LEC_CHECK = 1
export CORE_UTILIZATION = 30
```
`./constraint.sdc`:
```
current_design Design

set clk_period 2.1
set clk_io_pct 0.2

create_clock -name clk0 -period $clk_period [get_ports {clk}]

set non_clock_inputs [all_inputs -no_clocks]
set_input_delay [expr $clk_period * $clk_io_pct] -clock clk0 $non_clock_inputs
set_output_delay [expr $clk_period * $clk_io_pct] -clock clk0 [all_outputs]
```
`./design.v`:
```
module Design (
input  wire        rst,
input  wire        clk,
input wire		i_idle,
input wire	 	i_lang,
input reg[4:0] i_dep,
input wire		i_with, 
input wire		i_bal, 
input reg [4:0]	i_transfer, 
input wire		i_depConf, 
input wire		i_withConf, 
input wire		i_transferConf, 
input reg [4:0]	i_chooseBal, 
input reg[4:0]	i_addVal, 
input wire		i_balNotEnough, 
input wire		i_balEnq,
input reg[3:0]	i_passwd,
input reg [2:0] i_transactionMenu,
output reg 		o_transferConf,
output reg		o_depConf,
output reg		o_withConf,
output reg		o_balEnq,
output reg		o_balNotEnough,
output reg		o_pin
);
reg [4:0] balance=5'b10000;  
localparam  [3:0]    IDLE = 4'b0000,
                     Lang = 4'b0001,
                     Pin = 4'b0010,
					 Transaction = 4'b0011,
					 Deposit = 4'b0100,
					 Withdraw = 4'b0101 ,
					 Balance_inq = 4'b0110 ,
					 Balance_notenough = 4'b0111 ,
					 Transfer = 4'b1000,
					 Transfer_confirm = 4'b1001 ,
					 Deposit_confirm = 4'b1010 ,
					 withdraw_confirm = 4'b1011 ,
					 with_another = 4'b1100 ,
					 chooseBal = 4'b1101;
reg    [3:0]         current_state,
                     next_state ;
always @(posedge clk or negedge rst)
 begin
  if(!rst) 
   begin
     current_state <= IDLE ;
   end
  else
   begin
    current_state <= next_state;
   end
 end
always @(*)
 begin
  case(current_state)
  IDLE     : begin
              if(!i_idle)
			   next_state = IDLE ;
			  else if (i_idle)
               next_state = Lang ;
              else
               next_state = IDLE ;			  
             end
  Lang       : begin
              if(!i_lang)
			   next_state = Lang ;
			  else if (i_lang)
               next_state = Pin ;
              else
               next_state = Lang ;	   
            end
  Pin         : begin
              if(i_passwd!=4'b1111)
			   next_state = Pin ;
			  else if (i_passwd==4'b1111)
               next_state = Transaction ;
              else
               next_state = Pin ;	   
            end
 Transaction    : begin
              if(i_transactionMenu==3'b000)
			   next_state = Transaction ;
			  else if (i_transactionMenu==3'b011)
               next_state = Balance_inq ;
              else if (i_transactionMenu==3'b010)
               next_state = Withdraw ;	
			  else if (i_transactionMenu==3'b001)
			  next_state= Deposit;
			  else if (i_transactionMenu==3'b100)
			  next_state= Transfer;
			  else 
			  next_state=Transaction;
            end
Transfer        : begin
              if(i_transfer > balance)
			   next_state = Balance_notenough ;
			  else if (i_transfer< balance || i_transfer==balance)
			  begin
			  balance = balance - i_transfer;
              next_state = Transfer_confirm ;
			   end
              else
               next_state = Transfer ;	    
            end
Balance_inq    : begin
              if(!i_balEnq)
			   next_state = IDLE ;
			  else if (i_balEnq)
               next_state = Transaction ;
              else
               next_state = Balance_inq ;	    
            end
Withdraw   : begin
             if(!i_with)
			   next_state = with_another ;
		     else if (i_with)
               next_state = chooseBal ;
             else
               next_state = Withdraw ;	   
            end	
chooseBal         : begin
             if(i_chooseBal>balance)
			   next_state = Balance_notenough;
		     else if (i_chooseBal<=balance)
			 begin
				balance = balance - i_chooseBal;
               next_state =withdraw_confirm;
			   end
			 else
               next_state = chooseBal ;	   
            end	
withdraw_confirm : begin
					if (!i_withConf)
						next_state=IDLE;
					else if (i_withConf)
						next_state= Transaction;
					else 
						next_state=withdraw_confirm;
					end
with_another : begin 
					if (i_addVal>balance)
						next_state=Balance_notenough;
					else if (i_addVal<=balance)
					begin
						balance= balance-i_addVal;
						next_state= withdraw_confirm;
					end
					else 
						next_state=with_another;
					end
Deposit : begin
					if (i_dep==5'b00000)
						next_state=Deposit;
					else if (i_dep>5'b00000)
					begin
						balance= balance +i_dep;
						next_state=Deposit_confirm;
					end
					else 
						next_state=Deposit;
					end
Deposit_confirm : begin
					if (!i_depConf)
						next_state=IDLE;
					else if (i_depConf)
						next_state=Transaction;
					else 
						next_state=Deposit_confirm ;
					end
Balance_notenough : begin
					if (!i_balNotEnough)
						next_state=IDLE;
					else if (i_balNotEnough)
						next_state=Transaction;
					else 
						next_state=Balance_notenough;
					end
Transfer_confirm  : begin
					if (!i_transferConf)
						next_state=IDLE;
					else if (i_transferConf)
						next_state=Transaction;
					else 
						next_state=Transfer_confirm;
					end
  default :   next_state = IDLE ;		 
  endcase
end	
always @(*)
 begin
  case(current_state)
  IDLE     : begin
			o_transferConf=1'b0;
			o_depConf=1'b0;
			o_withConf=1'b0;
			o_balEnq=1'b0;
			o_balNotEnough=1'b0;
			o_pin=1'b0;
             end
  Lang     : begin
            o_transferConf=1'b0;
			o_depConf=1'b0;
			o_withConf=1'b0;
			o_balEnq=1'b0;
			o_balNotEnough=1'b0;
			o_pin=1'b0;
             end	
  Pin      : begin  
            o_transferConf=1'b0;
			o_depConf=1'b0;
			o_withConf=1'b0;
			o_balEnq=1'b0;
			o_balNotEnough=1'b0;
			o_pin=1'b1;	   
             end
 Transaction : begin
			o_transferConf=1'b0;
			o_depConf=1'b0;
			o_withConf=1'b0;
			o_balEnq=1'b0;
			o_balNotEnough=1'b0;
			o_pin=1'b0;
             end
  Transfer    : begin
            o_transferConf=1'b0;
			o_depConf=1'b0;
			o_withConf=1'b0;
			o_balEnq=1'b0;
			o_balNotEnough=1'b0;
			o_pin=1'b0;		   
             end			 
Transfer_confirm  : begin
            o_transferConf=1'b1;
			o_depConf=1'b0;
			o_withConf=1'b0;
			o_balEnq=1'b0;
			o_balNotEnough=1'b0;
			o_pin=1'b0;
             end
Balance_inq : begin 
            o_transferConf=1'b0;
			o_depConf=1'b0;
			o_withConf=1'b0;
			o_balEnq=1'b1;
			o_balNotEnough=1'b0;
			o_pin=1'b0;
             end
Balance_notenough : begin
            o_transferConf=1'b0;
			o_depConf=1'b0;
			o_withConf=1'b0;
			o_balEnq=1'b0;
			o_balNotEnough=1'b1;
			o_pin=1'b0;
             end
Withdraw  : begin
            o_transferConf=1'b0;
			o_depConf=1'b0;
			o_withConf=1'b0;
			o_balEnq=1'b0;
			o_balNotEnough=1'b0;
			o_pin=1'b0;
             end
with_another    : begin
            o_transferConf=1'b0;
			o_depConf=1'b0;
			o_withConf=1'b0;
			o_balEnq=1'b0;
			o_balNotEnough=1'b0;
			o_pin=1'b0;
             end
  chooseBal    : begin
            o_transferConf=1'b0;
			o_depConf=1'b0;
			o_withConf=1'b0;
			o_balEnq=1'b0;
			o_balNotEnough=1'b0;
			o_pin=1'b0;
             end
withdraw_confirm     : begin
            o_transferConf=1'b0;
			o_depConf=1'b0;
			o_withConf=1'b1;
			o_balEnq=1'b0;
			o_balNotEnough=1'b0;
			o_pin=1'b0;
             end
  Deposit     : begin
            o_transferConf=1'b0;
			o_depConf=1'b0;
			o_withConf=1'b0;
			o_balEnq=1'b0;
			o_balNotEnough=1'b0;
			o_pin=1'b0;
             end
  Deposit_confirm    : begin
            o_transferConf=1'b0;
			o_depConf=1'b1;
			o_withConf=1'b0;
			o_balEnq=1'b0;
			o_balNotEnough=1'b0;
			o_pin=1'b0;
             end
  default  : begin
            o_transferConf=1'b0;
			o_depConf=1'b0;
			o_withConf=1'b0;
			o_balEnq=1'b0;
			o_balNotEnough=1'b0;
			o_pin=1'b0;
             end			  
  endcase
end
endmodule
```
`./run.sh`:
```
#!/bin/bash
# OpenROAD 26Q1-2900-gdf79404cd8, Yosys 0.63+post, stock flow scripts
make -C /OpenROAD-flow-scripts/flow DESIGN_CONFIG=/design/flow/config.mk WORK_HOME=/design/flow/orfs finish
```
==> run notes <==
yosys + openroad results -> worst rel slew slack=a little over 70%, YS chip area=around 1400 um2, Fillers=401, type of destination of the critical path=output port, core area=around 4400 um2, count leader, synth=ha_1, Distinct lib cells used=49, die area=4960 um2, synthesized instance count=approximately 180, number of enable flip-flop cells=0, Late-Pin Clk Latency=around 210 ps, die width=roughly 70 um, Flop area=around 180 um2, clk_skew=roughly 2.4 ps, worst hold path class=in -> async, Cell area leaders=ha_1 (17%), dfrtp_1 (7.1%), fa_1 (5.7%), dlxtn_1 (5.3%), nor2_1 (4.8%), Complex Gates by Area=between 20 and 25%, IO Port Bufs=about 42, post-layout minimum cycle time=a little under 2000 ps, clk buf depth=2, Final Max Slew Viols=0, FP Core Util=between 30% and 40%, area delta synth->final=50.6%, Hold Slack=406 ps, top cells by count=ha_1 (19), nor2_1 (18), inv_1 (16), global placer's final weighted congestion=a little under 0.9, CTS tree=yes, FFs w/ async S/R, synth=between 40% and 50%, critical path class=reg -> out, RSZ-0062 raised after global routing=no, largest net degree at the start of global routing=14, DR pass1 iterations=4, post-layout period usage=around 94%, reg2reg end=current_state[2], first-pass GRT wire length=roughly 6000 um, DRC violations left=0, clk root buf=clkbuf_8, flop2flop setup slack=about 320 ps, setup_tns=0 ps, WP data required=roughly 1700 ps, share of cells above drive strength 1=around 15%, dpl hpwl=~3000 um, Slew @ Worst Pin=around 420 ps, Max-Cap Viols=0, Inserted Clock Buffers=3, Synth Warn #=26, Synth area leader=ha_1, ANT cells=0, yosys adder share=between 20 and 25%, endpoints left unconstrained=5, Worst setup SP type=register, mux share of post-synthesis cell area=1.51%, XOR Share, Synth=under 10%, I/O Pins=approximately 44, Main logic family=simple AND/OR/NAND/NOR gates, clk slew on worst S/H paths=approximately 30 ps, status=complete, no violations, reg2reg start=current_state[1], vias=1465, Die Ht=70.4 um, Syn Area/Cell=about 7.7 um2, Post-Syn Area=between 1000 and 1500 um2, final hold vios=0, initial antenna violation count=0, H-tree levels=1, # Cells Yosys=about 180, total wire length=around 3500 um, Combinational Area=about 1200 um2, Tot GR Track Use=between 10% and 20%, CP Data Arrival Time=around 1600 ps, grt ovf=0, number of global-route vias before repair=1390, setup violators final=0, Via density=roughly 5.0, WL/cell=12.0 um, fmax=a little over 0.5 GHz, OpenROAD warnings=26, register pins left without a clock=5, worst reg2reg path depth=6, and+or+nand+nor area frac=between 20% and 30%, drt initial violations=about 64, Max Fanout on Critical Path=7, antenna viol nets, final=0, main flop type=dlxtn_1, num rows=24, Area leader share=between 10% and 20%, FF+latch count, synth=9
## logic make-up after synthesis
| kind of cell | Yosys count |
|---|---|
| compound gates | 47 |
| xor+xnor | 10 |
| fa+ha+maj | 23 |
| buf+inv | 21 |
| flops | 4 |
| latches | 5 |
| mux | 2 |
| simple gates | 70 |
## placed cells by master, fill, tap and decap left out, drive strengths merged, types with 2 or more instances in the layout
cell type / Yosys / final
nand2b: 6 / 6
clkdlybuf4s50: 0 / 39
o21a: 2 / 2
a31oi: 3 / 3
a21o: 3 / 3
o221ai: 2 / 2
xnor2: 4 / 4
a22oi: 4 / 4
nor3b: 2 / 2
nand3: 2 / 2
o211ai: 3 / 3
nand2: 12 / 12
dlxtn: 5 / 5
xor2: 6 / 6
nor2b: 5 / 5
dfrtp: 4 / 4
a21oi: 11 / 11
o22ai: 6 / 6
nor2: 18 / 18
dlymetal6s2s: 0 / 3
nand4b: 2 / 2
a21boi: 2 / 2
clkbuf: 0 / 3
o31a: 3 / 3
nand3b: 4 / 4
nor4bb: 2 / 2
ha: 19 / 19
nor3: 8 / 8
buf: 5 / 19
o21ai: 5 / 5
or3: 2 / 2
fa: 4 / 4
inv: 16 / 16
## through the flow
| stage | area, um2 | setup WS, ps | utilization (%) | std cells |
|---|---|---|---|---|
| after floorplan | 1410 | 215 | - | 182 |
| after global placement | 2000 | -316 | 45.2 | 289 |
| after detailed placement | 2000 | -341 | 45.2 | 289 |
| after CTS | 2050 | 9.25 | 46.5 | 292 |
| after global routing | 2120 | 17.6 | 47.9 | 293 |
| final | 2120 | 120 | 47.9 | 293 |
## flip-flops by register name (all words and copies together), names as in the netlist
signal         flops
current_state      4
balance            5
## cell type report
type	instances	share of cell area, %
repair buffers	61	27.0
inverters	16	2.84
flip-flops and latches	9	8.28
multi-input cells	152	56.9
clock buffers	3	1.95
well taps	52	3.08
## worst max path at each step
stage | startpoint | end | slack, ps
CTS | i_addVal[2] | current_state[3] | 9
global route | i_addVal[3] | current_state[3] | 20
finish | current_state[0] | o_pin | 120
## critical path, stage by stage, from the launching register on
cell             delay, ps
dfrtp_1                460
nand2b_1               250
nor3_1                 160
clkdlybuf4s50_1        480
## routing by layer
layer | wire [um] | vias to the layer above | track usage [%]
li1 | - | 779 | -
met1 | 1690 | 646 | 20.9
met2 | 1650 | 40 | 25.5
met3 | 187 | 0 | 2.04
met4 | 0 | 0 | 0.667
met5 | 0 | - | 0
## what timing repair did
item | CTS | global route
pin swaps | 0 | 9
hold buffers | 0 | 0
setup buffers | 0 | 1
endpoints found under the setup margin | 1 | 2
gates resized | 3 | 12
